===== design.v =====
`timescale 1ns / 1ps
module BCD_counter_doneParameter
    #(parameter count = 9)(
    input clk,
    input reset_n,
    input enable,
    output done,
    output [3:0] Q
    );
    reg [3:0] Q_reg, Q_next;
    always @(posedge clk, negedge reset_n)
    begin
        if (~reset_n)
            Q_reg <= 'b0;
        else if(enable)
            Q_reg <= Q_next;
        else
            Q_reg <= Q_reg;
    end
    assign done = Q_reg == count;    
    always @(*)
        Q_next = done? 'b0: Q_reg + 1;
    assign Q = Q_reg;
endmodule

===== run.sh =====
#!/bin/bash
# OpenROAD 26Q1-2900-gdf79404cd8, Yosys 0.63+post, stock flow scripts
make -C /OpenROAD-flow-scripts/flow DESIGN_CONFIG=/design/flow/config.mk WORK_HOME=/design/flow/orfs finish

===== config.mk =====
export PLATFORM = sky130hd
export DESIGN_NAME = BCD_counter_doneParameter
export DESIGN_NICKNAME = BCD_counter_doneParameter
export VERILOG_FILES = /design/flow/design.v
export SDC_FILE = /design/flow/constraint.sdc
export NUM_CORES = 4
export LEC_CHECK = 1
export CORE_AREA = 10 10 70 70
export DIE_AREA = 0 0 80 80

===== constraint.sdc =====
current_design BCD_counter_doneParameter

set clk_period 1.9
set clk_io_pct 0.2

create_clock -name clk0 -period $clk_period [get_ports {clk}]

set non_clock_inputs [all_inputs -no_clocks]
set_input_delay [expr $clk_period * $clk_io_pct] -clock clk0 $non_clock_inputs
set_output_delay [expr $clk_period * $clk_io_pct] -clock clk0 [all_outputs]

==> flow_summary.toml <==
# flow metrics
[status]
outcome = "finished clean"

[hold_path]
hp-class = "in -> async"

[finish]
layout.cells.most_common = "clkdlybuf4s50_1"
syn_to_final_growth_pct = 82.4
largest_reg_flops = 4
drive_gt1_share_pct = 21.4
fin_cells = 74
fin_area_sq_um = 349
final_cell_mix = "clkdlybuf4s50_1 (7), dfrtp_1 (4), clkbuf_4 (3)"

[grt]
grt_use_total_pct = 1.44
grt_pass1_wl_microns = 683
grt_max_degree = 8
antenna_found_initial = 0
grt_pass1_vias = 146
grt-ovfl-total = 0

[detailed_routing]
wire_per_inst_microns = 6.16
wl_met1_microns = 214
drc_errors = 0
avgViaCountPerCell = 2.14
diodes = 0
drt-pass1-iter-count = 3
routed-wl-met2_microns = 154
ant_nets = 0
dr_total_vias = 158
first_iter_violations = 8
routed.top_layer = "met3"
drt_wl_total_microns = 456
route.met3.wl_microns = 87

[timing]
hold_viol = 0
fin_skew_ps = 3.06
tightest_slew_ps = 210
relSlewSlack_pct = 86.0
rsz0062_at_grt = "false"
slew_violations = 0
max_freq_mhz = 553
post-route-period-util_pct = 95.2
tns_ps = 0
fin_crit_ps = 1810
finalSetupViolCount = 0

[clocking]
cts_buffer_depth = 2
h-tree-depth = 1
ctsHoldBuffers = 0
cts_buffers = 3
post_cts_buffers = 0
clkTransAtPathRegs_ps = 40
clock.latency.late_pin_ps = 230
cts_root_buffer = "clkbuf_4"
cts_resized = 0
cts_tree = "done"
cts.sinks = 4

[placed_design]
portBuffers = 7
dpl_cell_area_sq_um = 319
dpl.cell_count = 70
finalWeightedCongestion = 0.692

[floorplan]
rows = 21
fp_util_pct = 5.60
fp.dieH_microns = 80
die_w_microns = 80
coreArea_sq_mm = 0.00342
io_pins = 8
dieArea_sq_mm = 0.00640

[synthesis]
ys_seq_share_pct = 52.3
ys_warn_count = 1
ys_cells = 17
synth-seq-cells = 4
synth_cells = 17
synth_area_per_cell_sq_um = 11.3
ys_area_sq_um = 191
ys_types = 12
syn_area_sq_um = 191

[worst_setup_path]
critPathLaunch = "Q_reg[2]"
rr_worst_depth = 4
critPathMaxFanout = 5
reg2reg_from = "Q_reg[2]"
critical_path_required_ps = 1520
ff2ff_setup_slack_ps = 890
end_kind = "output pin"
path_class = "reg -> out"
r2r-end = "Q_reg[1]"
arrival_ps = 1430
worstSetupStartpointType = "flop"
crit_end = "done"

[pwr]
ir_drop_uv = 212
p_leak_uw = 0.000140
power.density_mw_per_mm2 = 1400

[flow_run]
cap_viol_max_count = 0
warnings = 25
==> cell type report <==
type                            count  area [sq um]
Fill cell                         401          3070
Sequential cell                     4           100
Multi-Input combinational cell     13          91.3
Timing Repair Buffer                8          77.6
Tap cell                           46          57.6
Clock buffer                        3          22.5
==> cell usage after synthesis, drive strengths merged <==
cell | n | area share (%)
dfrtp | 4 | 52
nand2 | 2 | 3.9
nor2b | 2 | 7.8
o21ai | 2 | 5.2
a21o | 1 | 3.9
and3b | 1 | 4.6
and4b | 1 | 5.2
nand3 | 1 | 2.6
nor3 | 1 | 5.2
xnor2 | 1 | 4.6
xor2 | 1 | 4.6
==> where the power goes <==
part	total, uW	leakage [uW]	internal, uW	switching, uW
logic	199	0.0000781	146	52.8
clock network	99.8	0.0000138	70.3	29.5
registers	191	0.0000480	130	61.4
==> logic make-up after synthesis <==
logic type,after synthesis,synth area share [%]
compound gates,3,9.15
xor+xnor,2,9.15
flops,4,52.3
simple gates,8,29.4
==> layer usage <==
layer,up-vias,GRT usage [%]
met5,-,0
li1,85,-
met4,0,0.352
met2,7,1.44
met1,66,1.74
met3,0,1.82
==> how the worst min path moves through the flow <==
| stage | from | to | cells past startpoint |
|---|---|---|---|
| after CTS | reset_n | Q_reg[2] | 1 |
| final | reset_n | Q_reg[2] | 1 |
| after global routing | reset_n | Q_reg[0] | 1 |
==> critical path: stages, from the launching register on <==
cell	delay (ps)
dfrtp_1	420
nor2b_2	160
and3b_1	160
clkdlybuf4s50_1	460
==> stage by stage <==
step / utilization [%] / worst slack, ps / hold slack [ps] / power (uW)
3_3_place_gp: 9.34 / 311 / 514 / 378
6_report: 10.2 / 90.7 / 346 / 490
3_5_place_dp: 9.34 / 302 / 516 / 380
2_1_floorplan: - / 850 / 84.4 / 257
5_1_grt: 10.2 / 7.11 / 351 / 534
4_1_cts: 10.0 / 45.0 / 339 / 487
Power and IR drop assume default switching activity.
